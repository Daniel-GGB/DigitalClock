==> design.v <==
module DigitalClock_top (clk,reset,button0,button1,seg,an);
input wire clk;
input wire reset;
input wire button0;    
input wire button1;    
output wire [6:0] seg;  
output wire [7:0] an;   
wire clk_1s;
div U1 (.clk(clk),.rst(reset),.clk_1s_out(clk_1s));
wire clk_1m;
wire clk_1h;
counter #(60) U2_s (.clk(clk_1s),.reset(reset),.cout(bin_s),.cin(clk_1m));
counter #(60) U2_m (.clk(oclk_1m),.reset(reset),.cout(bin_m),.cin(clk_1h));
counter #(24) U2_h (.clk(oclk_1h),.reset(reset),.cout(bin_h),.cin());
wire bin_s,bcd_s;
wire bin_m,bcd_m;
wire bin_h,bcd_h;
binbcd8 U3_s (.bin(bin_s),.bcd(bcd_s));
binbcd8 U3_m (.bin(bin_m),.bcd(bcd_m));
binbcd8 U3_h (.bin(bin_h),.bcd(bcd_h));
wire [1:0] mod;
display U4 (.clk(clk),.rst(reset),.mod(mod),.bcd_s(bcd_s),.bcd_m(bcd_m),.bcd_h(bcd_h),.seg(seg),.an(an));
wire oclk_1m;
wire oclk_1h;
control U5 (.reset(reset),.sel(button0),.add(button1),.clk_1m(clk_1m),.clk_1h(clk_1h),.oclk_1m(oclk_1m),.oclk_1h(oclk_1h),.mod(mod));
endmodule
module binbcd8(bin,bcd);
input wire [7:0] bin;
output reg [9:0] bcd;
reg [17:0] z;
always@(*) begin
	  z = 18'b0;
	  z[10:3]=bin;
	  repeat(5)
	  begin
			if(z[11:8]>4) z[11:8] = z[11:8] + 4'd3;
			if(z[15:12]>4) z[15:12] = z[15:12] + 4'd3;
			z[17:1] = z[16:0];
	  end
	  bcd = z[17:8];
end
endmodule
module control (reset,sel,add,clk_1m,clk_1h,oclk_1m,oclk_1h,mod);
input wire sel,add,reset;
input wire clk_1m,clk_1h;
output wire oclk_1m,oclk_1h;
output reg [1:0] mod;
reg temp1,temp2;
always@(posedge sel,posedge reset) begin
    if(reset == 1) begin
	     mod = 2'b00;
	     temp1 = 0;
		  temp2 = 0;
	 end
    else begin
	     mod = mod + 1'b1;   
	     casex(mod)
        2'b00: begin temp1 = 0; temp2 = 0; end
		  2'b01: temp1 = add;
		  2'b10: temp2 = add;
		  default: begin temp1 = 0; temp2 = 0; end
		  endcase
	 end
end
or U6_m (oclk_1m,clk_1m,temp1);
or U6_h (oclk_1h,clk_1h,temp2);
endmodule
module counter #(parameter N=60) (clk,reset,cout,cin);
input wire clk;
input wire reset;
output reg [7:0] cout;
output reg cin;
always@(posedge clk, posedge reset) begin
    if(reset == 1) cout = 'b0;
    else begin
	     cout = cout + 1'b1;
	     if(cout == N-1) cin = 1;   
	     else cin = 0;
        if(cout == N) cout = 'b0;  
    end
end
endmodule
module display(clk,rst,mod,bcd_h,bcd_m,bcd_s,seg,an);
input clk;
input rst;
input [1:0] mod;
input [7:0] bcd_h;
input [7:0] bcd_m;
input [7:0] bcd_s;
output [6:0] seg;
output reg [7:0] an;
reg [26:0] count;
reg [3:0] digit;
always @ (posedge clk, posedge rst)
	 if(rst) count = 0;
	 else count = count + 1'b1;
always @ (posedge clk) 
	 case(count[2:0])  
			1:begin
				 an = 8'b1101_1111;  
				 digit = bcd_h[7:4];  
			end
			2:begin
				 an = 8'b1110_1111;  
				 digit = bcd_h[3:0];  
				 if(count[3])  
				 begin
					  if(mod == 2'b01) digit = 4'b1111;
				 end    
			end
			3:begin
				 an = 8'b1111_0111;  
				 digit = bcd_m[7:4];  
			end
			4:begin
				 an = 8'b1111_1011;  
				 digit = bcd_m[3:0];  
				 if(count[3])  
				 begin
					  if(mod == 2'b10) digit = 4'b1111;
				 end
			end
			5:begin
				 an = 8'b1111_1101;  
				 digit = bcd_s[7:4];  
			end
			6:begin
				 an = 8'b1111_1110;  
				 digit = bcd_s[3:0];  
			end
	 endcase
	 seg7 U4(.din(digit),.dout(seg));  
endmodule
module div #(parameter N = 7) (clk,rst,clk_1s_out); 
input wire clk;
input wire rst;
output reg clk_1s_out;
reg [31:0] count;
always@(posedge clk, posedge rst) begin
	  if(rst) count <= 0;
	  else
	  begin
			clk_1s_out <= 0;
			if(count < N) count <= count + 1;
			else
			begin
				 count <= 0;
				 clk_1s_out <= 1;
			end
	  end
end
endmodule
module seg7(din,dout);
input wire [3:0] din;
output reg [6:0] dout;
always @ (*)
	  case(din)
			0:dout = 7'b1000000;  
			1:dout = 7'b1111001;  
			2:dout = 7'b0100100;  
			3:dout = 7'b0110000;  
			4:dout = 7'b0011001;  
			5:dout = 7'b0010010;  
			6:dout = 7'b0000010;  
			7:dout = 7'b1111000;  
			8:dout = 7'b0000000;  
			9:dout = 7'b0010000;  
			default:dout = 7'b1111111;  
	  endcase
endmodule
==> run.sh <==
#!/bin/bash
# OpenROAD 26Q1-2900-gdf79404cd8, Yosys 0.63+post, stock flow scripts
make -C /OpenROAD-flow-scripts/flow DESIGN_CONFIG=/design/flow/config.mk WORK_HOME=/design/flow/orfs finish
==> config.mk <==
export PLATFORM = sky130hd
export DESIGN_NAME = DigitalClock_top
export DESIGN_NICKNAME = DigitalClock_top
export VERILOG_FILES = /design/flow/design.v
export SDC_FILE = /design/flow/constraint.sdc
export NUM_CORES = 4
export LEC_CHECK = 1
export CORE_UTILIZATION = 40
==> constraint.sdc <==
current_design DigitalClock_top

set clk_period 1.2
set clk_io_pct 0.2

create_clock -name clk0 -period $clk_period [get_ports {button0}]
create_clock -name clk1 -period $clk_period [get_ports {clk}]

set non_clock_inputs [all_inputs -no_clocks]
set_input_delay [expr $clk_period * $clk_io_pct] -clock clk0 $non_clock_inputs
set_output_delay [expr $clk_period * $clk_io_pct] -clock clk0 [all_outputs]
==> flow_summary.yaml <==
# flow metrics
pwr:
  ir_drop_mv: 0.708
  power_frac_clock_pct: 42.6
  comb_power_share_pct: 2.4
  swShare_pct: 20.3
  p_sw_mw: 0.704
  powerDensity_nw_per_um2: 831
  power_frac_seq_pct: 54.9
  intPower_mw: 2.76
  leakagePower_nw: 1.89
sta:
  worst_pin_slew_ps: 598
  slew_violations: 0
  setup_ws_ps: -403
  finClkSkew_ps: 7.28
  unclocked_regs: 26
  final.setup.tns_ps: -6200
  holdWs_ps: 360
  slew_headroom_pct: 59.8
  rsz0062_at_grt: "true"
  finalHoldViolations: 0
  untimed_endpoints: 28
  setup_violations: 24
die:
  die-height_um: 91.8
  chip_area_um2: 8430
  io_pins: 19
  num_rows: 32
  core_um2: 7770
  die_x_um: 91.8
  initial_core_util_pct: 41.5
synthesis:
  area_leaders: "dfrtp_1, edfxtp_1, ha_1"
  ys_area_um2: 3230
  top_area_share_pct: 49.6
  ys_sh_mux_pct: 0.698
  synth-edff-count: 11
  ys_sh_aoi_pct: 5.51
  logic_family: "simple AND/OR/NAND/NOR gates"
  ys_cells: 263
  async_flop_share_pct: 81.0
  ys.warnings.count: 19
  synth_cells: 263
  simple_gate_area_share_pct: 14.8
  synthAdderAreaFrac_pct: 6.90
  avgSynthCellArea_um2: 12.3
  yosysSeqAreaShare_pct: 62.3
  largest_area_cell: "dfrtp_1"
  synth.distinct_cells: 45
  ys.flop_type: "dfrtp_1"
  syn_area_um2: 3230
  synth_flop_count: 79
  xor_share_pct: 5.97
global_route:
  grt_antenna_before_repair: 0
  grt_usage_pct: 12.3
  overflow: 0
  grt_pass1_wl_mm: 8.15
  grt_max_degree: 44
  grt_pass1_vias: 1875
finish:
  layout_top_cell: "dfrtp_1"
  drive_above_1_share_pct: 23.6
  final-instance-count-excl-fill: 445
  utilization_pct: 53.7
  nFillCells: 677
  lay_top_cells: "dfrtp_1, conb_1, buf_4"
  area_delta_synth_final_pct: 29.2
drt:
  drc: 0
  vias_per_cell: 4.48
  drt-total-wl_mm: 4.66
  routedWlPerCell_um: 10.5
  drt_iter0_markers: 52
  firstDrtPassIters: 4
  num_vias: 1993
  detail-route-antenna-nets: 0
  diodes: 0
outcome:
  violations: "setup timing"
  status: "complete, but fails checks"
placed_design:
  io_buffers: 15
  dp.cells: 429
  dp_hpwl_mm: 3.28
  place_ws_ps: -392
  gp_congestion: 0.741
clock_network:
  path_clk_slew_ps: 90
  tritoncts: "done"
  cts_hold_buf: 0
setup_path:
  cpPeakStageDelay_ps: 540
  critPathKind: "register to register"
  slowest_stage: "or4_4"
  crit_fanout: 5
  cp-end-kind: "register"
  required_ps: 1210
  cp-start-kind: "register"
  crit_chain: "or4_4 > a2111oi_4 > nand4_2"
  worstPathArrival_ps: 1610
run:
  drv_cap: 0
  warnings: 39
worst_hold_path:
  hold_path.class: "primary input to async pin"
==> through the flow <==
step / total power, mW / instance area (µm²)
3_5_place_dp: 2.03 / 3870
3_3_place_gp: 2.03 / 3870
5_1_grt: 3.61 / 4170
4_1_cts: 3.52 / 4100
2_1_floorplan: 1.99 / 3420
6_report: 3.46 / 4170
==> power groups by stage <==
stage	Combinational (mW)	Sequential, mW	Clock [mW]
final	0.0843	1.90	1.48
after CTS	0.0899	1.90	1.53
after global routing	0.103	1.91	1.60
==> repair_timing <==
action / CTS / global route
endpoints found under the setup margin: 37 / 26
pin swaps: 7 / 12
gates resized: 29 / 19
buffers inserted: 3 / 2
gates cloned: 0 / 0
==> worst max-delay path: cells and delay by family, from the launching register on <==
kind             cells  cell delay [ps]
AND/OR/NAND/NOR      2              730
flip-flops           1              370
AND-OR/OR-AND        1              220
==> sequential cells by signal (all words and copies together) (netlist names) <==
name / flops
U1.count: 32
U2_h.cout: 8
U2_m.cout: 8
U2_s.cout: 8
U4.an: 6
U4.count: 4
seg: 4
U4.digit: 2
U5.mod: 2
U1.clk_1s_out: 1
U2_m.cin: 1
U2_s.cin: 1
U5.temp1: 1
U5.temp2: 1
==> path summary, 6_finish.rpt <==
| kind | slack [ps] | from | cells after the start | endpoint |
|---|---|---|---|---|
| max in group asynchronous | 550 | reset | 3 | U5.temp1 |
| min in group clk0 | 480 | U5.temp2 | 2 | U5.temp2 |
| max in group clk0 | 60 | U4.an[1] | 1 | an[1] |
| setup reg to reg | -400 | U1.count[17] | 3 | U1.clk_1s_out |
| hold / removal | 360 | reset | 3 | U1.count[17] |
| min in group clk1 | 490 | U4.digit[0] | 1 | seg[3] |
| hold reg to reg | 480 | U5.temp2 | 2 | U5.temp2 |
| setup / recovery | -400 | U1.count[17] | 3 | U1.clk_1s_out |
==> routing by layer <==
| metal | global-route usage [%] | part of all wire [%] | up-vias | wire length, µm |
|---|---|---|---|---|
| met5 | 0 | 0 | - | 0 |
| met4 | 1.82 | 1.5 | 0 | 69 |
| met3 | 2.78 | 3.6 | 9 | 167 |
| met2 | 18.4 | 45 | 35 | 2080 |
| met1 | 20.1 | 50 | 940 | 2330 |
| li1 | - | - | 1009 | - |
==> final cells by class <==
| class | instances | area (µm²) | share of cell area [%] |
|---|---|---|---|
| timing repair buffer | 47 | 433 | 10.4 |
| tap | 102 | 128 | 3.06 |
| multi-input combinational | 188 | 1360 | 32.6 |
| inverter | 18 | 76.3 | 1.83 |
| clock inverter | 3 | 47.5 | 1.14 |
| clock buffer | 8 | 110 | 2.64 |
| sequential | 79 | 2020 | 48.4 |
==> synth_stat cells, types with 3 or more instances <==
master / instances
edfxtp_1: 11
nand2_1: 21
nor4_1: 7
and3_1: 4
xor2_1: 8
nand3_1: 16
dfxtp_1: 4
xnor2_1: 14
dfrtp_1: 64
nand4_1: 3
nor2_1: 22
o21ai_0: 10
inv_1: 18
ha_1: 17
buf_4: 5
==> kinds of logic after synthesis <==
family,count (synthesis)
AOI/OAI and AO/OA,23
and+or+nand+nor,92
buffers and inverters,25
DFF,79
adders and majority gates,18
muxes,2
other,2
xor gates and xnor gates,22
Power and IR drop assume default switching activity.
